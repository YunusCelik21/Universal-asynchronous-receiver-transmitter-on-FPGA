$ cat design.v
`timescale 1ns / 1ps
module clk_gen(input logic clk,
               output logic clk_Hz);
    reg[8:0] count = 0;   
    reg clk_Hz_reg = 0;
    always @(posedge clk) begin
        if (count == 433) begin
            count <= 0;
            clk_Hz_reg <= ~clk_Hz_reg;
        end
        else 
            count <= count + 1;
    end
    assign clk_Hz = clk_Hz_reg;
endmodule
$ cat run.sh
#!/bin/bash
# OpenROAD 26Q1-2900-gdf79404cd8, Yosys 0.63+post, stock flow scripts
make -C /OpenROAD-flow-scripts/flow DESIGN_CONFIG=/design/flow/config.mk WORK_HOME=/design/flow/orfs finish
$ cat config.mk
export PLATFORM = sky130hd
export DESIGN_NAME = clk_gen
export DESIGN_NICKNAME = clk_gen
export VERILOG_FILES = /design/flow/design.v
export SDC_FILE = /design/flow/constraint.sdc
export NUM_CORES = 4
export LEC_CHECK = 1
export CORE_AREA = 10 10 70 70
export DIE_AREA = 0 0 80 80
$ cat constraint.sdc
current_design clk_gen

set clk_period 3.1
set clk_io_pct 0.2

create_clock -name clk0 -period $clk_period [get_ports {clk}]

set non_clock_inputs [all_inputs -no_clocks]
set_input_delay [expr $clk_period * $clk_io_pct] -clock clk0 $non_clock_inputs
set_output_delay [expr $clk_period * $clk_io_pct] -clock clk0 [all_outputs]
==> results.yml <==
# flow metrics
clocking:
  numCtsBuffers: 3
  root_buffer: "clkbuf_4"
  path_clk_slew_ns: 0.07
  cts.sinks: 10
  ctsResizeCount: 0
  ctsHoldBuffers: 0
  cts_max_path_buffers: 2
  cts_tree: "yes"
  worst_skew_pair.late_latency_ns: 0.27
  h-tree-depth: 1
  cts_setup_buffers: 0
sta:
  fin_setup_tns_ns: 0
  worst_slew_pin_slew_ns: 0.249
  worst_slack_ns: 1.41
  slew_violations: 0
  skew_ns: 0.0157
  period_used_share: 0.544
  fmax_ghz: 0.593
  finalHoldViolCount: 0
  min_period_ns: 1.69
  relSlewSlack: 0.834
  setup_violations: 0
  rsz0062_at_grt: "no"
floorplanning:
  coreArea_um2: 3420
  chipArea_um2: 6400
  die_y_um: 80
  ios: 2
  initCoreUtil: 0.134
  fp-row-count: 21
  fp.dieW_um: 80
final_layout:
  fin_cells: 97
  drive_above_1_share: 0.137
  fillers: 393
  area_growth_pct: 20.5
  final-comb-area_um2: 231
  largest_reg_flops: 9
  seq_area_um2: 210
power:
  intPower_mw: 0.180
  ir_drop_v: 0.0000825
  seqPwrFrac: 0.585
  leakagePower_nw: 0.177
  p_sw_mw: 0.0429
  switching_share: 0.193
  p_clk_frac: 0.415
  p_comb_frac: 0
  power_density_nw_per_um2: 404
synthesis:
  aoi_share: 0.0712
  topCombFamilyByArea: "simple AND/OR/NAND/NOR gates"
  top_area_cell: "dfxtp_1"
  mux_area_frac: 0
  ys_cells: 46
  synth.cellmix.simpleShare: 0.304
  synthDistinctLibCells: 20
  synthAdderAreaFrac: 0.0548
  postSynthSeqShare: 0.460
  ys_area_um2: 457
  synth_area_per_cell_um2: 9.93
  ys.flops: 10
  ys.warnings.count: 1
  synthCells: 46
  netlist_area_um2: 457
  top_cells_by_area: "dfxtp_1, nand3_1, edfxtp_1"
  synth_top_area_share: 0.395
  xor_share: 0.0767
global_routing:
  antenna_found_initial: 0
  globalRouteTotalUtil: 0.0247
  grt-ovfl-total: 0
  grt_pass1_wl_um: 1240
  grt_start_max_net_pins: 7
  first_global_vias: 292
placed_design:
  gp_routability_congestion: 0.768
  place_ws_ns: 1.70
  dpl.hpwl_um: 541
  dp_cells: 93
  port-buffer-count: 1
drt:
  routed_via_density: 3.30
  finalWirelength_um: 702
  firstDrtPassIters: 2
  antennaDiodeCount: 0
  antenna_left: 0
  wl_per_cell_um: 7.24
  via_count: 320
  drc_errors: 0
  drtIter0Drc: 13
worst_setup_path:
  crit_buf_inv: 1
  path_class: "reg2out"
  crit_chain: "clkdlybuf4s50_1"
  critPathMaxFanout: 2
  cp_slowest_stage_delay_ns: 0.46
  crit_family: "buffers and inverters"
  cp.arrival_ns: 1.07
  critPathCaptureType: "output pin"
  r2r_start: "count[2]"
  crit_start: "clk_Hz_reg"
  cpMaxStageDelayCell: "clkdlybuf4s50_1"
  critPathRequiredTime_ns: 2.48
  start_kind: "flip-flop"
worst_hold_path:
  hold_start: "count[0]"
  hold_class: "reg2reg"
outcome:
  outcome: "finished clean"
run:
  tool_warnings: 26
  drv_cap: 0
worst paths after layout:
check          endpoint  slack, ns  cells after the start
max              clk_Hz       1.41                      1
min            count[0]       0.49                      1
max reg2reg  clk_Hz_reg       1.75                      2
min reg2reg    count[0]       0.49                      1
cells in the final DEF (no fill, tap or decap), drive strengths merged:
| master | n |
|---|---|
| clkbuf | 4 |
| clkdlybuf4s50 | 1 |
| dfxtp | 9 |
| edfxtp | 1 |
| ha | 2 |
| inv | 4 |
| nand2 | 4 |
| nand2b | 1 |
| nand3 | 6 |
| nand4 | 2 |
| nor2 | 5 |
| nor3 | 1 |
| o211ai | 1 |
| o221ai | 1 |
| o311ai | 1 |
| or3 | 2 |
| or3b | 1 |
| or4 | 1 |
| xnor2 | 3 |
| xor2 | 1 |
logic make-up (layout without fill, tap and decap cells):
kind of cell | Yosys count | count (layout)
buffers and inverters | 4 | 9
adder cells (fa/ha/maj) | 2 | 2
AND/OR/NAND/NOR | 23 | 23
AND-OR/OR-AND | 3 | 3
flip-flops | 10 | 10
XOR/XNOR | 4 | 4
cell type report:
| type | count | share of cell area |
|---|---|---|
| clock buffers | 4 | 0.0477 |
| inverters | 4 | 0.0273 |
| flip-flops and latches | 10 | 0.382 |
| repair buffers | 1 | 0.0182 |
| well taps | 46 | 0.105 |
| multi-input cells | 32 | 0.420 |
per-layer routing:
metal	global-route usage	wire length, um	vias to the layer above
met5	0	0	-
met4	0.00176	0	0
met3	0.0227	80	0
met2	0.0369	283	5
met1	0.0263	339	142
li1	-	-	173
power groups by stage:
stage | Combinational (mW) | Sequential, mW | Clock, mW
after CTS | 0.0000000783 | 0.130 | 0.0971
after global routing | 0.0000000783 | 0.130 | 0.104
final | 0.0000000783 | 0.130 | 0.0924
synthesized netlist by cell type:
| cell | number |
|---|---|
| dfxtp_1 | 9 |
| edfxtp_1 | 1 |
| ha_1 | 2 |
| inv_1 | 4 |
| nand2_1 | 4 |
| nand2b_1 | 1 |
| nand3_1 | 6 |
| nand4_1 | 1 |
| nand4_2 | 1 |
| nor2_1 | 5 |
| nor3_4 | 1 |
| o211ai_1 | 1 |
| o221ai_1 | 1 |
| o311ai_2 | 1 |
| or3_1 | 1 |
| or3_4 | 1 |
| or3b_1 | 1 |
| or4_1 | 1 |
| xnor2_1 | 3 |
| xor2_1 | 1 |
per-stage QoR:
step                      power (mW)   util  hold slack, ns  area [um^2]
after global placement         0.133  0.153           0.469          524
after CTS                      0.227  0.161           0.494          551
final                          0.223  0.161           0.491          551
after global routing           0.234  0.161           0.530          551
after detailed placement       0.133  0.153           0.481          524
after floorplan                0.133      -           0.454          457
Power and IR drop assume default switching activity.
